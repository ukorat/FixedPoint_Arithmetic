`flow/design.v`:
```
`timescale 1ns / 1ps
module  FixedPoint_Multiplier_Pipelined #(parameter WI1 = 3,  
												WF1 = 4,  
												WI2 = 4,  
												WF2 = 3,  
												WIO = 5,  
												WFO = 6)  
								 (input signed [WI1+WF1-1:0] input1,
								  input signed [WI2+WF2-1:0] input2,
								  input clk,reset,
								  output reg overFlow,
								  output  reg signed [WIO+WFO-1:0] FixedPoint_Mul_Out);
parameter int_len = WI1+WI2;
parameter frc_len = WF1+WF2;
reg signed [int_len+frc_len-1:0] reg_in1;
reg signed [int_len+frc_len-1:0] reg_in2;
reg signed [WIO+WFO-1:0] reg_FixedPoint_Mul_Out;
reg signed [WI1+WF1-1:0] in1;
reg signed [WI2+WF2-1:0] in2;
reg [((WIO < int_len)? ((int_len+frc_len-1)-(WIO+frc_len-1)) : 1)-1:0] reg_trun;
reg [((WIO < int_len)? ((int_len+frc_len-1)-(WIO+frc_len-1)) : 1)-1:0] reg_sign;	
reg signed [int_len+frc_len-1:0] tmp;
reg [WIO-1:0] int_out;
reg [WFO-1:0] frc_out;
 always @* begin
	(* use_dsp48 = "yes" *) tmp = in1 * in2; 
 end
	always @* begin
		if (WFO >= frc_len) begin
			frc_out = {tmp[frc_len-1:0], {(WFO-frc_len){1'b0}}};
		end
		else begin  
			frc_out = tmp[frc_len-1:frc_len-WFO];
		end
	end
	always @* begin 
		if (WIO >= int_len) begin
			int_out = {{(WIO-int_len){tmp[int_len+frc_len-1]}} , tmp[int_len+frc_len-1:frc_len] };
				overFlow = 1'b0;
				reg_sign = tmp[int_len+frc_len-1];
				reg_trun = 1'b0;
			end
		else begin  
			if (WIO == 1) begin
				int_out = tmp[int_len+frc_len-1];
				reg_trun = tmp[((int_len+frc_len-2)>= (WIO+frc_len-1)) ? (int_len+frc_len-2) : (WIO+frc_len-1): WIO+frc_len-1] ;
				reg_sign = {((WIO < int_len)? ((int_len+frc_len-1)-(WIO+frc_len-1)) : 1){tmp[int_len+frc_len-1]}};
					if ( reg_trun == reg_sign) begin
						overFlow = 1'b0;
					end
					else begin
						overFlow = 1'b1;
					end					
			end
			else begin
				int_out = {tmp[int_len+frc_len-1] , tmp[(WIO >= 2)? (WIO+frc_len-2) : frc_len:frc_len]};
				reg_trun = tmp[((int_len+frc_len-2)>= (WIO+frc_len-1)) ? (int_len+frc_len-2) : (WIO+frc_len-1): WIO+frc_len-1] ;
				reg_sign = {((WIO < int_len)? ((int_len+frc_len-1)-(WIO+frc_len-1)) : 1){tmp[int_len+frc_len-1]}};
					if ( reg_trun == reg_sign) begin
						overFlow = 1'b0;
					end
					else begin
						overFlow = 1'b1;
					end
			end
		end
	end
	always @(posedge clk) begin
		if (reset) begin
			in1 <= 0;
			in2 <= 0;
			reg_FixedPoint_Mul_Out <= 0;
			FixedPoint_Mul_Out <= 0;
		end
		else begin
			in1 <= input1;
			in2 <= input2;
			FixedPoint_Mul_Out <= {int_out,frc_out};
		end
	end
endmodule 
```
`flow/run.sh`:
```
#!/bin/bash
# OpenROAD 26Q1-2900-gdf79404cd8, Yosys 0.63+post, stock flow scripts
make -C /OpenROAD-flow-scripts/flow DESIGN_CONFIG=/design/flow/config.mk WORK_HOME=/design/flow/orfs finish
```
`flow/config.mk`:
```
export PLATFORM = sky130hd
export DESIGN_NAME = FixedPoint_Multiplier_Pipelined
export DESIGN_NICKNAME = FixedPoint_Multiplier_Pipelined
export VERILOG_FILES = /design/flow/design.v
export SDC_FILE = /design/flow/constraint.sdc
export NUM_CORES = 4
export LEC_CHECK = 1
export CORE_UTILIZATION = 50
```
`flow/constraint.sdc`:
```
current_design FixedPoint_Multiplier_Pipelined

set clk_period 10.2
set clk_io_pct 0.2

create_clock -name clk0 -period $clk_period [get_ports {clk}]

set non_clock_inputs [all_inputs -no_clocks]
set_input_delay [expr $clk_period * $clk_io_pct] -clock clk0 $non_clock_inputs
set_output_delay [expr $clk_period * $clk_io_pct] -clock clk0 [all_outputs]
```
==> run_results.csv <==
group,metric,value,unit
critical_path,startpoint_type,"register",
sta,final-max-slew-violation-count,0,
synth,netlist_instances,278,
synth,numSynthFlops,25,
floorplan,floorplanUtilization,51.81,%
detailed_routing,route.detailed.drc,0,
layout,post_route_cells_drive_above_1_share,3.571,%
sta,timing.slew.headroom,68.15,%
clock_tree,tritoncts_num_sinks,25,
sta,rsz0062_at_grt,"no",
run,max_cap_viol_count,0,
clock_tree,cts_tree,"yes",
synth,synth.avg_cell_area,9.519,µm²
synth,synth_top_area_share,29.50,%
synth,ys_chip_area,2646,µm²
layout,fin_util,59.80,%
placement,detailed_place.area,3004,µm²
layout,syn_to_final_growth,15.41,%
critical_path,required,8160,ps
placement,place.detailed.instances,374,
placement,finalWeightedCongestion,0.8644,
detailed_routing,detail_route.wl_per_cell,10.78,µm
sta,achievable-frequency,139.1,MHz
synth,yosys.cell_types.count,31,
power,max-vdd-ir-drop,0.00007607,V
power,switching_share,33.51,%
power,seqPwrFrac,37.4,%
synth,cell_count_in_the_yosys_report,278,
layout,seqCellArea,500.5,µm²
layout,final_cell_count_no_fill,378,
critical_path,path_max_fanout,7,
critical_path,critical_path.most_common_cell,"fa_1",
hold_path,hold_class,"reg2reg",
power,powerDensity,99.26,nW/µm²
sta,hold_violations,0,
detailed_routing,total_vias_in_the_final_route,1758,
synth,synth_area_leader_cell,"fa_1",
critical_path,critPathMaxStageDelay,540,ps
clock_tree,postCtsSetupRepairBufs,0,
detailed_routing,via_per_inst,4.651,
global_routing,antenna_found_initial,0,
layout,filler_cells_inserted,442,
synth,yosys.stat.seqShare,18.91,%
layout,final_cell_area,3054,µm²
global_routing,grt_first_pass_wirelength,7176,µm
critical_path,worst_setup_path_end_kind,"primary output",
placement,dpl.hpwl,3534,µm
floorplan,die_area,5588,µm²
floorplan,chipHeight,74.75,µm
global_routing,grt_remaining_overflow,0,
outcome,status,"finished clean",
sta,setup-tns-final,0,ps
clock_tree,root_buffer,"clkbuf_8",
clock_tree,max_root_sink_buffers,2,
sta,period_minus_slack,7190,ps
detailed_routing,detailedRoute.firstPassIterationCount,4,
power,power.static_leakage,1.491,nW
power,power_frac_comb,42.3,%
critical_path,critPathArrivalTime,5150,ps
power,switching_power,0.1016,mW
detailed_routing,ant_nets,0,
global_routing,pin_count_of_the_biggest_net_entering_global_routing,26,
clock_tree,htree_levels,1,
sta,worst_pin_slew,472.7,ps
synth,synth_area,2646,µm²
sta,timing.final.crit_share,70.49,%
sta,worst_clock_skew,4.577,ps
clock_tree,clkLatencyLatePin,270,ps
detailed_routing,detail_route.antenna_diodes,0,
power,power.share.clock,20.2,%
layout,layout_top_cell_excl_fill_tap,"inv_1",
critical_path,timing.critical_path.slowest_stage_cell,"fa_1",
layout,layout_top_cells_excl_fill_tap,"inv_1, fa_1, ha_1",
clock_tree,cts_made_buffers,3,
detailed_routing,initial_detailed_routing_violation_count,19,
placement,port_buffer_count,27,
critical_path,critical_path.cell_chain,"nand2_1, inv_1, fa_1, inv_1, fa_1, fa_1, inv_1, fa_1, ha_1, a2111oi_4, o21ai_2, a41oi_2, xnor2_1, and2_0, mux2i_1, clkdlybuf4s50_1",
global_routing,grt_resource_usage_total,17.55,%
floorplan,dieWidth,74.75,µm
run,warnings,26,
critical_path,crit_type,"reg2out",
detailed_routing,final_wl,4076,µm
power,totalPowerFinal,0.3032,mW
clock_tree,clk_pin_slew,90,ps
clock_tree,post_cts_resize_count,0,
floorplan,num_rows,26,
floorplan,placeable_core_region,5107,µm²
sta,count_of_final_setup_violators,0,
synth,synth.yosys.warnings,1,
synth,synth.area.top_cells,"fa_1, dfxtp_1, ha_1",
layout,area.combinational,1913,µm²
power,internal_power,0.2016,mW
floorplan,ioPinCount,28,
global_routing,vias_in_the_first_global_route,1666,
clock_tree,cts.hold.buffers_added,0,
-- sequential cells by signal, summed over array words and instances (netlist names) --
register / flops
FixedPoint_Mul_Out: 11
in2: 7
in1: 7
-- metrics by stage --
| step | setup slack [ps] | hold slack, ps |
|---|---|---|
| 2_1_floorplan | 4011 | 703.4 |
| 6_report | 3010 | 818.6 |
| 3_5_place_dp | 3320 | 806.4 |
| 3_3_place_gp | 3337 | 800.9 |
| 5_1_grt | 2672 | 877.3 |
| 4_1_cts | 2984 | 831.8 |
-- power groups by stage --
stage	logic (mW)	clock network [mW]	registers, mW
5_1_grt	0.150	0.0689	0.115
6_report	0.128	0.0613	0.113
4_1_cts	0.130	0.0650	0.114
-- Yosys cell counts, drive strengths merged --
cell     instances
inv             60
o211ai           1
a21o             3
and2            28
xnor2           10
nor2            15
o21bai           1
nand2           16
nor3             3
o21ai            5
a41oi            1
nand2b           1
nand3b           1
a2111oi          1
dfxtp           25
a2bb2oi          1
nand3            2
nor4b            1
a21oi            6
ha              28
mux2i            1
fa              39
clkbuf           2
o21a             1
nor2b           20
xor2             3
and4b            1
a211oi           2
-- routing by layer --
metal / wire, µm / global-route usage [%] / vias to the layer above
li1: - / - / 903
met1: 2046 / 27.29 / 816
met2: 1797 / 27.63 / 37
met3: 209 / 4.749 / 2
met4: 22 / 0.8386 / 0
met5: 0 / 0 / -
-- critical path, delay by kind of cell, from the launching register on --
kind / cells / cell delay (ps)
AOI/OAI and AO/OA: 3 / 690
buffers and inverters: 4 / 810
and+or+nand+nor: 2 / 320
muxes: 1 / 120
DFF: 1 / 450
adders and majority gates: 5 / 2360
xor gates and xnor gates: 1 / 120
-- final timing paths --
kind / slack (ps) / start / endpoint / cells after the start
min: 820 / in1[0] / FixedPoint_Mul_Out[0] / 3
max reg2reg: 5820 / in2[1] / FixedPoint_Mul_Out[10] / 14
max: 3010 / in2[1] / overFlow / 16
min reg2reg: 820 / in1[0] / FixedPoint_Mul_Out[0] / 3
-- cells by family (layout without fill, tap and decap cells) --
family,Yosys count,count (layout),share of synthesized area (%)
XOR/XNOR,13,13,4.303
AND-OR/OR-AND,22,22,6.904
multiplexers,1,1,0.3783
adder cells (fa/ha/maj),67,67,42.74
flip-flops,25,25,18.91
buffers and inverters,62,92,8.795
AND/OR/NAND/NOR,88,88,17.97
-- final cells by class --
type	count	share of cell area [%]
Clock buffer	3	1.352
Clock inverter	1	0.2868
Inverter	60	7.374
Multi-Input combinational cell	191	62.64
Sequential cell	25	16.39
Tap cell	70	2.868
Timing Repair Buffer	28	9.095
Power figures rest on the tool's default switching activity, not on a simulated workload.
