**flow/design.v**
```verilog
`timescale 1ns / 1ps
module FixedPoint_Subtractor #(parameter WI1 = 3,  
							WF1 = 4,  
							WI2 = 4,  
							WF2 = 3,  
							WIO = (WI1>WI2)? WI1+1:WI2+1,  
							WFO = (WF1>WF2)? WF1:WF2)  
								 (input signed [WI1+WF1-1:0] in1,
								  input signed [WI2+WF2-1:0] in2,
								  output reg overFlow,
								  output  reg signed [WIO+WFO-1:0] FixedPoint_Sub_Out);
parameter int_len = (WI1>WI2)? WI1:WI2;  
parameter frc_len = (WF1>WF2)? WF1:WF2; 
reg [int_len+frc_len-1:0] reg_in1;  
reg [int_len+frc_len-1:0] reg_in2;  
reg [int_len+frc_len-1:frc_len] int_in1;  
reg [int_len+frc_len-1:frc_len] int_in2;  
reg [frc_len-1:0] frc_in1;  
reg [frc_len-1:0] frc_in2;  
wire signed [WI2+WF2-1:0] in2_2sComp;
assign in2_2sComp = -in2;
wire [int_len+frc_len:0] tmp;  
reg sign_bit;
reg [WIO-1:0] int_out;  
reg [WFO-1:0] frc_out;  
	always @* begin
		if (WI1 < WI2) begin
			int_in1 = {{(WI2-WI1){in1[WI1+WF1-1]}}, in1[WI1+WF1-1:WF1]};
			int_in2 = in2_2sComp[WI2+WF2-1:WF2];
		end
		else if (WI1 == WI2) begin
		    int_in1 = in1[WI1+WF1-1:WF1];
		    int_in2 = in2_2sComp[WI2+WF2-1:WF2];
		end
		else begin
			int_in2 = {{(WI1-WI2){in2[WI2+WF2-1]}}, in2_2sComp[WI2+WF2-1:WF2]};
			int_in1 = in1[WI1+WF1-1:WF1];
		end
	end
	always @* begin
		if (WF1 < WF2) begin
			frc_in1 = { in1[WF1-1:0], {(WF2-WF1){1'b0}}};
			frc_in2 = in2_2sComp[WF2-1:0];
		end
	   else if (WF1 == WF2) begin
	       frc_in1 = in1[WF1-1:0];
	       frc_in2 = in2_2sComp[WF2-1:0];
	   end
		else begin
			frc_in2 = {in2_2sComp[WF2-1:0], {(WF1-WF2){1'b0}}};
			frc_in1 = in1[WF1-1:0];
		end
	end
	always @* begin
		reg_in1 = {int_in1 , frc_in1};
		reg_in2 = {int_in2 , frc_in2};
	end
	assign tmp = reg_in1 + reg_in2;
always @* begin
		if (WFO > frc_len) begin
			frc_out = {tmp[frc_len-1:0], {(WFO-frc_len){1'b0}}};
		end
		else if (WFO == frc_len) begin
		     frc_out = tmp[frc_len-1:0];
		end
		else begin  
			frc_out = tmp[frc_len-1:frc_len-WFO];
		end
	end
	always @* begin
		if ((in1[WI1+WF1-1] == in2_2sComp[WI2+WF2-1])) begin
				sign_bit = tmp[int_len+frc_len];
		end
		else begin
				sign_bit = tmp[int_len+frc_len-1];
		end
	end
	always @* begin 
		if (WIO >= int_len) begin
			if ((in1[WI1+WF1-1] == in2_2sComp[WI2+WF2-1])) begin
				int_out = {{(WIO-int_len){sign_bit}} , tmp[int_len+frc_len-1:frc_len] }; 
					if (int_out[WIO-1] == in1[WI1+WF1-1]) begin 
						overFlow = 1'b0;
					end
					else begin
						overFlow = 1'b1;
					end
			end
			else begin
				int_out = {{(WIO-int_len){sign_bit}} , tmp[int_len+frc_len-1:frc_len] };
				overFlow = 1'b0;
			end
		end
		else begin  
			if (WIO == 1) begin
				int_out = {sign_bit};  
			end
			else begin
				int_out = {sign_bit , tmp[(WIO >= 2)? (WIO+frc_len-2) : frc_len:frc_len]};
			end
		end
	end
	always @* begin
		if(WIO < int_len) begin
				if ( tmp[((int_len+frc_len-2)>= (WIO+frc_len-1)) ? (int_len+frc_len-2) : (WIO+frc_len-1): WIO+frc_len-1] == ({((WIO < int_len)? ((int_len+frc_len-1)-(WIO+frc_len-1)) : 1){tmp[int_len+frc_len-1]}})) begin
						overFlow = 1'b0;
				end
				else begin
						overFlow = 1'b1;
				end
		end
	end
	always @* begin
			FixedPoint_Sub_Out <= {int_out,frc_out};
		end
endmodule
```
**flow/run.sh**
```bash
#!/bin/bash
# OpenROAD 26Q1-2900-gdf79404cd8, Yosys 0.63+post, stock flow scripts
make -C /OpenROAD-flow-scripts/flow DESIGN_CONFIG=/design/flow/config.mk WORK_HOME=/design/flow/orfs finish
```
**flow/config.mk**
```make
export PLATFORM = sky130hd
export DESIGN_NAME = FixedPoint_Subtractor
export DESIGN_NICKNAME = FixedPoint_Subtractor
export VERILOG_FILES = /design/flow/design.v
export SDC_FILE = /design/flow/constraint.sdc
export NUM_CORES = 4
export LEC_CHECK = 1
export CORE_AREA = 10 10 70 70
export DIE_AREA = 0 0 80 80
```
**flow/constraint.sdc**
```tcl
current_design FixedPoint_Subtractor

set clk_period 4.4
set clk_io_pct 0.2

create_clock -name clk0 -period $clk_period

set non_clock_inputs [all_inputs -no_clocks]
set_input_delay [expr $clk_period * $clk_io_pct] -clock clk0 $non_clock_inputs
set_output_delay [expr $clk_period * $clk_io_pct] -clock clk0 [all_outputs]
```
==> summary.txt <==
flow finished, numbers: RSZ-0062 raised after global routing=no, WP data required=3.52 ns, Chip Area=0.00640 mm^2, Routed WL=roughly 1300 um, Top logic family=adder cells, worst rel slew slack=between 80% and 90%, Slew Limit Fails=0, Tightest Pin Transition=approximately 0.27 ns, PD cells=roughly 150 mW/mm^2, drt first pass iters=4, yosys stat area=474 um^2, flop count=0, fmax=about 240 MHz, final setup violation count=0, Tot Pwr=~0.12 mW, post-synth cell types=27, number of diodes=0, Setup crit end kind=output pin, crit path time final=4.21 ns, Multiplexer share=0%, hold slack=1.76 ns, Crit Path Max Fanout=3, Syn Inst Count=slightly above 60, cycle use final=95.6%, first-pass GRT wire length=between 2000 and 2500 um, status=finished clean, Final ANT Viol Nets=0, register share after synthesis=0%, DIE HEIGHT=about 80 um, static leakage=approximately 0.32 nW, Hold Path End=FixedPoint_Sub_Out[0], TNS Setup=0 ns, core footprint=approximately 0.0034 mm^2, Max Cap Viol=0, CP arrival=about 3.3 ns, grt ovf=0, # clk buffers=0, Die X=about 80 um, Peak VDD IR=about 60 uV, pin count of the biggest net entering global routing=9, startpoint types=primary input, # Cells Yosys=just over 60, synthesized area=474 um^2, standard-cell row count=21, tally of OpenROAD warnings=33, DPL Wire Length=roughly 1200 um, IO Count=24, initial antenna violation count=0, dominant logic cell type in the layout=clkdlybuf4s50_1, Flop area=0 um^2, Synth Area in Compound Gates=21.9%, floorplan utilization=~14%, vias in the first global route=between 400 and 500, Port Buffers=22, Ys Warns=1, final RePlAce weighted congestion=0.766, WS Path Type=in2out, AND/OR/NAND/NOR Cells, Area Fraction=about a quarter, DRT iter0 DRCs=4, hold path start=in1[0], postcts setup bufs=0, Setup crit start=in2[1], wire per inst=between 10 and 15 um, share of layout cells above drive strength 1=under 10%, Avg Vias per Cell=3.80, Synth-to-Final Area Change=63.3%, Vias=roughly 500, XORs/XNORs by Area=between 10% and 20%, total track usage=under 10%, drt drc=0, hold path cells=0, Hold Vio Cnt, Final=0, Top Layout Cells=21 x clkdlybuf4s50_1, 8 x ha_1, 7 x inv_1, 6 x xnor2_1, 5 x nor2_1, Hold Path Class=in2out, adder share=28.0%, Avg Inst Size Synth=between 7 and 8 um^2
==> where the power goes <==
part           internal, mW  switching (mW)  total [mW]
combinational        0.0724          0.0430       0.115
clock                     0               0           0
sequential                0               0           0
==> worst max-delay path by stage <==
stage	end	slack, ns	cells after the start
final	FixedPoint_Sub_Out[7]	0.19	9
after global routing	FixedPoint_Sub_Out[7]	0.02	11
after CTS	FixedPoint_Sub_Out[6]	0.08	8
==> cell families (layout without fill, tap and decap cells) <==
| group | Yosys count | after routing |
|---|---|---|
| simple gates | 20 | 20 |
| compound gates | 13 | 13 |
| fa+ha+maj | 10 | 10 |
| xor+xnor | 9 | 9 |
| buf+inv | 9 | 32 |
==> through the flow <==
step                setup WS [ns]  util, %  instance area (um^2)  cells
finish                      0.192     22.7                   774    130
global route               0.0203     22.7                   774    130
CTS                        0.0772     22.2                   759    130
detailed placement         0.0895     22.2                   759    130
global placement           0.0929     22.2                   759    130
floorplan                    1.09        -                   474     61
==> cell usage after synthesis (all sizes together) <==
library cell,count,area [um^2]
nor3b,2,15.0
nor2,5,18.8
a2111oi,1,27.5
a21boi,1,7.51
o211ai,2,15.0
nand3,1,5.00
xor2,3,26.3
a21o,1,7.51
and3b,2,17.5
a211o,1,8.76
nor3,1,5.00
fa,1,20.0
nand4,1,6.26
a211oi,1,7.51
nor4b,1,8.76
nand2b,1,6.26
o21ai,2,10.0
inv,7,26.3
nand3b,1,7.51
buf,2,15.0
nand2,3,11.3
a21oi,4,20.0
or3,1,6.26
xnor2,6,52.6
or4b,1,10.0
ha,9,113
==> critical path, stage by stage <==
cell and delay, ns:
clkdlybuf4s50_1 0.49, inv_1 0.06, ha_2 0.32, inv_1 0.05
fa_1 0.42, nand3b_1 0.23, a211o_1 0.29, o211ai_1 0.08
clkdlybuf4s50_1 0.50
==> layout make-up <==
cell class	instances	area [um^2]
fillers	396	2640
multi-input cells	52	445
repair buffers	25	245
well taps	46	57.6
inverters	7	26.3
==> what timing repair did <==
item                                   in CTS  in global routing
endpoints found under the hold margin       0                  0
gates resized                               0                  4
setup endpoints to repair                   0                  2
hold buffers                                0                  0
==> routing by layer <==
| layer | global-route usage, % | vias to the layer above | share of wire [%] |
|---|---|---|---|
| met1 | 5.03 | 217 | 47 |
| met4 | 0 | 0 | 0 |
| li1 | - | 265 | - |
| met2 | 6.18 | 12 | 47 |
| met5 | 0 | - | 0 |
| met3 | 0.909 | 0 | 5.9 |
Power and IR drop assume default switching activity.
