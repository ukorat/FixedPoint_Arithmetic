### ./run.sh
#!/bin/bash
# OpenROAD 26Q1-2900-gdf79404cd8, Yosys 0.63+post, stock flow scripts
make -C /OpenROAD-flow-scripts/flow DESIGN_CONFIG=/design/flow/config.mk WORK_HOME=/design/flow/orfs finish
### ./config.mk
export PLATFORM = sky130hd
export DESIGN_NAME = FixedPoint_Adder_Pipelined
export DESIGN_NICKNAME = FixedPoint_Adder_Pipelined
export VERILOG_FILES = /design/flow/design.v
export SDC_FILE = /design/flow/constraint.sdc
export NUM_CORES = 4
export LEC_CHECK = 1
export CORE_AREA = 10 10 86 86
export DIE_AREA = 0 0 96 96
### ./constraint.sdc
current_design FixedPoint_Adder_Pipelined

set clk_period 4.6
set clk_io_pct 0.2

create_clock -name clk0 -period $clk_period [get_ports {clk}]

set non_clock_inputs [all_inputs -no_clocks]
set_input_delay [expr $clk_period * $clk_io_pct] -clock clk0 $non_clock_inputs
set_output_delay [expr $clk_period * $clk_io_pct] -clock clk0 [all_outputs]
### ./design.v
`timescale 1ns / 1ps
module FixedPoint_Adder_Pipelined #(parameter WI1 = 3,  
												WF1 = 4,  
												WI2 = 4,  
												WF2 = 3,  
												WIO = (WI1>WI2)? WI1+1:WI2+1,  
												WFO = (WF1>WF2)? WF1:WF2)  
								 (input signed [WI1+WF1-1:0] input1,
								  input signed [WI2+WF2-1:0] input2,
								  input clk,reset,
								  output reg overFlow,
								  output  reg signed [WIO+WFO-1:0] FixedPoint_Add_Out);
parameter int_len = (WI1>WI2)? WI1:WI2;  
parameter frc_len = (WF1>WF2)? WF1:WF2; 
reg signed [WI1+WF1-1:0] in1;
reg signed [WI2+WF2-1:0] in2;
reg signed [int_len+frc_len-1:0] reg_in1;  
reg signed [int_len+frc_len-1:0] reg_in2;  
reg [int_len+frc_len-1:frc_len] int_in1;  
reg [int_len+frc_len-1:frc_len] int_in2;  
reg [frc_len-1:0] frc_in1;  
reg [frc_len-1:0] frc_in2;  
wire [int_len+frc_len:0] tmp;  
reg sign_bit;
reg [WIO-1:0] int_out;  
reg [WFO-1:0] frc_out;  
	always @* begin
		if (WI1 <= WI2) begin
			int_in1 = {{(WI2-WI1){in1[WI1+WF1-1]}}, in1[WI1+WF1-1:WF1]};
			int_in2 = in2[WI2+WF2-1:WF2];
		end
		else begin
			int_in2 = {{(WI1-WI2){in2[WI2+WF2-1]}}, in2[WI2+WF2-1:WF2]};
			int_in1 = in1[WI1+WF1-1:WF1];
		end
	end
	always @* begin
		if (WF1 <= WF2) begin
			frc_in1 = { in1[WF1-1:0], {(WF2-WF1){1'b0}}};
			frc_in2 = in2[WF2-1:0];
		end
		else begin
			frc_in2 = {in2[WF2-1:0], {(WF1-WF2){1'b0}}};
			frc_in1 = in1[WF1-1:0];
		end
	end
	always @* begin
		reg_in1 = {int_in1 , frc_in1};
		reg_in2 = {int_in2 , frc_in2};
	end
	assign tmp = reg_in1 + reg_in2;
always @* begin
		if (WFO >= frc_len) begin
			frc_out = {tmp[frc_len-1:0], {(WFO-frc_len){1'b0}}};
		end
		else begin  
			frc_out = tmp[frc_len-1:frc_len-WFO];
		end
	end
	always @* begin
		if ((in1[WI1+WF1-1] == in2[WI2+WF2-1])) begin
				sign_bit = tmp[int_len+frc_len];
		end
		else begin
				sign_bit = tmp[int_len+frc_len-1];
		end
	end
	always @* begin 
		if (WIO >= int_len) begin
			if ((in1[WI1+WF1-1] == in2[WI2+WF2-1])) begin
				int_out = {{(WIO-int_len){sign_bit}} , tmp[int_len+frc_len-1:frc_len] }; 
					if (int_out[WIO-1] == in1[WI1+WF1-1]) begin 
						overFlow = 1'b0;
					end
					else begin
						overFlow = 1'b1;
					end
			end
			else begin
				int_out = {{(WIO-int_len){sign_bit}} , tmp[int_len+frc_len-1:frc_len] };
				overFlow = 1'b0;
			end
		end
		else begin  
			if (WIO == 1) begin
				int_out = {sign_bit};  
			end
			else begin
				int_out = {sign_bit , tmp[(WIO >= 2)? (WIO+frc_len-2) : frc_len:frc_len]};
			end
		end
	end
	always @* begin
		if(WIO < int_len) begin
				if ( tmp[((int_len+frc_len-2)>= (WIO+frc_len-1)) ? (int_len+frc_len-2) : (WIO+frc_len-1): WIO+frc_len-1] == ({((WIO < int_len)? ((int_len+frc_len-1)-(WIO+frc_len-1)) : 1){tmp[int_len+frc_len-1]}})) begin
						overFlow = 1'b0;
				end
				else begin
						overFlow = 1'b1;
				end
		end
	end
	always @(posedge clk) begin
			if (reset) begin
				FixedPoint_Add_Out <= 0;
				in1 <= 0;
				in2 <= 0;
			end
			else begin 
			in1 <= input1;
			in2 <= input2;
			FixedPoint_Add_Out <= {int_out,frc_out};
		end
end	
endmodule 
==> qor.yml <==
floorplan:
  core_area_um2: 5540
  fp_util_pct: 16.64
  fp.dieH_um: 96
  die_x_um: 96
  rows: 27
  ioPinCount: 26
  die_area_um2: 9216
routing:
  vias: 651
  drt_iter0_markers: 52
  drt-pass1-iter-count: 4
  routed_wl_mm: 1.772
  antenna_cells: 0
  wl_per_cell_um: 9.527
  routed_via_density: 3.500
  route.detailed.drc: 0
  ant_nets: 0
timing:
  setup_tns_ns: 0
  clock.fmax_mhz: 408.4
  final-hold-violation-count: 0
  fin_crit_ns: 2.449
  setup_viol: 0
  rsz0062_at_grt: "no"
  layout_worst_path_cycle_share_pct: 53.24
  skew_ns: 0.001770
  report.final.slew_viol_count: 0
  hold_ws_ns: 0.4431
  worst_slew_pin_slew_ns: 0.2702
  slew_headroom_pct: 81.73
worst_setup_path:
  cp_num_buf_inv: 1
  crit_type: "register to primary output"
  arrival_ns: 1.53
  crit_family: "buffers and inverters"
  cp_max_fo: 4
  critPathCaptureType: "primary output"
  slowest_stage: "clkdlybuf4s50_1"
  path_cells: "ha_1 > nor2_1 > clkdlybuf4s50_1"
  worstPathRequired_ns: 3.68
  startpoint_type: "register"
  r2r_slack_ns: 2.93
  critical-path-max-stage-delay_ns: 0.47
synthesis:
  ys_seq_share_pct: 49.93
  syn_area_um2: 922.1
  postSynthAreaPerCell_um2: 10.60
  ys_area_um2: 922.1
  ys_ff: 23
  ys_warn_count: 1
  synth.distinct_cells: 26
  syn_inst: 87
  ys_cells: 87
global_route:
  grt.met3_usage_pct: 2.123
  grt_use_met1_pct: 4.918
  overflow: 0
  grtUsageTotal_pct: 4.082
  grt_pass1_wl_mm: 3.091
  antenna_found_initial: 0
  met2_usage_pct: 6.334
  grt_max_degree: 29
  busiest_layer: "met2"
  first_global_vias: 703
clocking:
  postCtsSetupBuffers: 0
  clockBufferDepth: 2
  insertion_delay_ns: 0.26
  cts_root_buf: "clkbuf_8"
  cts_resized: 0
  ctsHoldBuffers: 0
  clock_sinks: 23
  path_clk_slew_ns: 0.08
  h-tree-depth: 1
  cts_buffers: 3
  cts_tree: "done"
status:
  status: "finished, final reports clean"
placement:
  placed_area_um2: 1251
  io_buffers: 25
  gp_congestion: 0.7832
  dp.cells: 182
  hpwl_mm: 1.418
cells_and_area:
  fillerInstances: 620
  instances_no_fill: 186
  layout_top_cells: "25 x clkdlybuf4s50_1, 23 x dfxtp_1, 16 x nor2b_1"
  lay_top_count: "clkdlybuf4s50_1"
  fin_area_um2: 1300
  mi_logic_area_um2: 427.9
  layout-drive-gt1-share_pct: 6.140
  regArea_um2: 460.4
  area_growth_pct: 40.98
power_and_ir_drop:
  p_leak_nw: 0.5052
  clkPwrFrac_pct: 31.3
  p_comb_share_pct: 15.2
  netSwitchingPower_mw: 0.09015
  ir_drop_mv: 0.09933
  p_int_mw: 0.3138
  swShare_pct: 22.32
  sequentialPowerShare_pct: 53.5
  p_per_area_nw_per_um2: 310.7
run:
  cap_viol_max_count: 0
  warning_count: 25
min_path:
  hold_class: "register to register"
-- metal layers --
metal,part of all wire [%],up-vias
li1,-,345
met1,42,283
met2,45,21
met3,11,2
met4,2.3,0
met5,0,-
-- logic make-up after synthesis --
group                      after synthesis  synth area share, %
and+or+nand+nor                         35                22.93
DFF                                     23                49.93
AOI/OAI and AO/OA                       12                9.904
adders and majority gates                8                11.67
buffers and inverters                    7                3.663
xor gates and xnor gates                 2                1.900
-- final cells by class --
type | count | share of cell area [%]
well taps | 72 | 6.930
clock inverters | 1 | 0.5775
flip-flops and latches | 23 | 35.42
repair buffers | 26 | 19.83
inverters | 4 | 1.155
multi-input cells | 57 | 32.92
clock buffers | 3 | 3.176
-- registers in the layout, summed over array words and instances, names as in the netlist --
register            count
FixedPoint_Add_Out      9
in1                     7
in2                     7
-- power by group through the flow --
stage	combinational (mW)	sequential (mW)	clock [mW]
4_1_cts	0.0629	0.216	0.133
5_1_grt	0.0701	0.218	0.141
6_report	0.0613	0.216	0.126
-- worst register-to-register path: cells and delay by family (launching register included) --
| family | cells | cell delay [ns] |
|---|---|---|
| adders and majority gates | 2 | 0.57 |
| AOI/OAI and AO/OA | 2 | 0.44 |
| DFF | 1 | 0.32 |
| and+or+nand+nor | 2 | 0.23 |
| buffers and inverters | 1 | 0.06 |
-- through the flow --
step           total power, mW  setup slack (ns)  util, %
2_1_floorplan           0.2501             2.979        -
4_1_cts                 0.4121             2.129    23.46
6_report                0.4039             2.151    23.46
3_5_place_dp            0.2836             2.390    22.58
5_1_grt                 0.4296             2.048    23.46
3_3_place_gp            0.2829             2.430    22.58
-- synthesized netlist by cell type --
master    number  area (µm²)
nor2_1         5       18.77
buf_6          1       11.26
a21o_1         2       15.01
xor2_1         1       8.760
nand2b_1       2       12.51
or2b_1         1       7.510
nor2b_1       16       100.1
nor3b_1        1       7.510
ha_1           7       87.58
a21oi_1        1       5.000
nand2_1        3       11.26
dfxtp_1       23       460.4
a21boi_1       1       7.510
inv_1          4       15.01
nand4b_1       1       8.760
nor3b_2        1       12.51
nor3_1         3       15.01
o211ai_1       2       15.01
o21ai_1        1       5.000
o21a_2         1       8.760
a211o_1        3       26.28
fa_1           1       20.02
o311ai_1       1       8.760
clkbuf_1       2       7.510
nor4b_1        2       17.52
xnor2_1        1       8.760
-- final timing paths --
check	to	from	cells past startpoint
setup / recovery	overFlow	in1[6]	3
hold reg to reg	FixedPoint_Add_Out[0]	in1[0]	1
setup reg to reg	FixedPoint_Add_Out[7]	in1[1]	7
hold / removal	FixedPoint_Add_Out[0]	in1[0]	1
No activity file was given, so power comes from the tool's default toggle rates.
